File: flow/design.v
module memory(input clk, rst_n,
                   input[3:0] next_state,
						 input[11:0] tries,
						 output reg mem_wr_en,
						 output reg[4:0] mem_wr_addr,
						 output reg[7:0] mem_wr_data
						 );
reg[3:0] state;
reg[11:0] saved_tries;
reg[4:0] adress_counter;
reg[5:0] address_check;
	localparam enter = "Enter Combo                     ";
	localparam lock = "Locked              Attempts    ";
	localparam unlock = "Unlocked                        ";
always@(posedge clk, negedge rst_n)begin
	if(~rst_n)begin
		state <= 4'b0000;
		saved_tries <= 12'h000;
	end
	else begin
		state <= next_state;
		saved_tries <= tries;
	end
end
always@(posedge clk, negedge rst_n)begin
	if(~rst_n)begin
		adress_counter <= 5'b00000;
		address_check <= 6'b000000;
		mem_wr_en <= 1'b0;
	end
	else if(state != next_state | saved_tries != tries)begin
		adress_counter <= 5'b00000;
		address_check <= 6'b000000;
		mem_wr_en <= 1'b0;
	end
	else if(address_check != 6'd32)begin
			adress_counter <= adress_counter + 1'b1;
			address_check <= address_check + 1'b1;
			mem_wr_en <= 1'b1;
			mem_wr_addr <= adress_counter;
		case(state)
			4'b0000: begin
						mem_wr_data <= enter[8*(5'd31-adress_counter) +: 8];
						end
			4'b0001,4'b0011,4'b0111: begin			
							if(adress_counter < 5'd16)
								mem_wr_data <= lock[8*(5'd31-adress_counter) +: 8];
							else begin
								case(adress_counter)
									5'd16: 	mem_wr_data <= {4'h3,tries[11:8]};
									5'd17: 	mem_wr_data <= {4'h3,tries[7:4]};
									5'd18: 	mem_wr_data <= {4'h3,tries[3:0]};
									default: mem_wr_data <= lock[8*(5'd31-adress_counter) +: 8];
								endcase
							end
						end	
			4'b1111: begin
							mem_wr_data <= unlock[8*(5'd31-adress_counter) +: 8];
						end
		endcase
	end
	else
		mem_wr_en <= 1'b0;
	end
endmodule
File: flow/run.sh
#!/bin/bash
# OpenROAD 26Q1-2900-gdf79404cd8, Yosys 0.63+post, stock flow scripts
make -C /OpenROAD-flow-scripts/flow DESIGN_CONFIG=/design/flow/config.mk WORK_HOME=/design/flow/orfs finish
File: flow/config.mk
export PLATFORM = sky130hd
export DESIGN_NAME = memory
export DESIGN_NICKNAME = memory
export VERILOG_FILES = /design/flow/design.v
export SDC_FILE = /design/flow/constraint.sdc
export NUM_CORES = 4
export LEC_CHECK = 1
export CORE_UTILIZATION = 50
File: flow/constraint.sdc
current_design memory

set clk_period 2.5
set clk_io_pct 0.2

create_clock -name clk0 -period $clk_period [get_ports {clk}]

set non_clock_inputs [all_inputs -no_clocks]
set_input_delay [expr $clk_period * $clk_io_pct] -clock clk0 $non_clock_inputs
set_output_delay [expr $clk_period * $clk_io_pct] -clock clk0 [all_outputs]
==> flow_summary.ini <==
; yosys + openroad results
[status]
outcome = finished, final reports clean

[placed_design]
pre_cts_slack_ps = -19.91
dp_cells = 307
portBuffers = 30
hpwlAfterDp_um = 3661
dpl_cell_area_um2 = 2755
place.gp.congestion = 0.9260

[timing]
setup_viol = 0
post-route-min-period_ps = 2220
maxSlewViolCount = 0
fin_crit_sh_pct = 88.79
worstMarginPinSlew_ps = 574.0
setup_slack_ps = 280.2
rsz0062_at_grt = false
slew_headroom_pct = 61.73
fin_tns_setup_ps = 0
fin_skew_ps = 4.586
hold_violations = 0
fmax_mhz = 450.5

[synth]
syn_inst = 217
synth.largest_area_cell = dfrtp_1
ys_chip_area_um2 = 2295
flop_cell = dfrtp_1
synth-edff-count = 12
synth_flops = 40
synth_area_um2 = 2295
yosys.cell_types.count = 52
yosys_cells = 217
synth_area_per_cell_um2 = 10.57
top_area_share_pct = 30.53
top_cells_by_area = dfrtp_1 (31%), edfxtp_1 (16%), xor2_1 (7.3%)
async_flop_share_pct = 70.00
postSynthSeqShare_pct = 46.24
yosysWarnings = 1

[floorplanning]
die_h_um = 69.75
num_rows = 24
io-pin-count = 32
dieArea_um2 = 4864
core_um2 = 4384
fp_util_pct = 52.34
fp.dieW_um = 69.75

[global_routing]
gr-usage-all-layers_pct = 22.56
grt_busiest_layer = met1
use_met1_pct = 37.69
grt_use_met3_pct = 3.835
antenna_found_initial = 0
overflow = 0
grt_max_degree = 29
grt_pass1_vias = 1748
grt_pass1_wl_um = 8355
grtUsageMet2_pct = 33.76

[pwr]
p_per_area_nw_per_um2 = 441.4
p_leak_uw = 0.001163
ir_drop_v = 0.0004427

[cts]
cts.clk_slew.worst_paths_ps = 80
cts_tree = yes
holdBufCountCts = 0
clk_path_buf_depth = 2
cts_max_level = 2
postCtsSetupBuffers = 0
clock_latency_ps = 280
cts_resized = 0
cts.sinks = 40
cts_root_buf = clkbuf_8
cts_made_buffers = 5

[routing]
viasPerCell = 5.813
diodes = 0
ant_nets = 0
wire_per_inst_um = 15.59
vias = 1831
drt_iter0_drc = 96
drc = 0
first_pass_iters = 4
wl_um = 4910

[worst_setup_path]
worstPathRequired_ps = 2500
critPathArrivalTime_ps = 2220
path_class = in -> reg
crit_start = tries[5]
ff2ff_setup_slack_ps = 280
worst_setup_path_start_kind = primary input
r2r_end = mem_wr_data[4]
reg2reg_depth = 6
worstReg2RegStart = adress_counter[1]
cp_max_fo = 7
critPathCaptureType = register

[finish]
syn_to_final_growth_pct = 24.65
layout_top_cells = clkdlybuf4s50_1 (30), dfrtp_1 (28), xor2_1 (19), buf_4 (19), nand2_1 (13)
fin_cells = 315
drive_gt1_share_pct = 12.93
postLayoutCellArea_um2 = 2860
lay_top_count = clkdlybuf4s50_1

[job]
warnings = 33
max_cap_viol_count = 0

[min_path]
hold_class = reg -> reg
hold_path.startpoint = address_check[5]
min_to = address_check[5]
whs_path_depth = 2
[cell usage after synthesis (all sizes together) (2+ instances only)]
library cell	n
o211ai	7
buf	7
nor2	11
inv	11
a311oi	3
mux2i	2
nor4	7
a22oi	2
and4	2
nand2	13
a21boi	2
a21o	2
a32o	2
clkbuf	4
xor2	19
nand4	3
nor2b	3
a32oi	4
a22o	3
a21oi	7
nand2b	3
nand3	5
a211oi	2
and3	3
nor3	3
dfrtp	28
o21ai	11
or3	2
ha	11
xnor2	6
edfxtp	12
[cells by family (layout without fill, tap and decap cells)]
logic type	after synthesis	in the layout	synth area share, %
muxes	2	2	0.8724
buffers and inverters	22	68	4.089
xor gates and xnor gates	25	25	9.542
other	1	1	0.1634
and+or+nand+nor	62	62	16.30
DFF	40	40	46.24
AOI/OAI and AO/OA	54	54	16.79
adders and majority gates	11	11	5.998
[worst max-delay path, cell delays in order]
cell and delay (ps):
clkdlybuf4s50_1 440, xor2_1 170, nor4_1 310, nand4_1 220, a2111oi_2 370, buf_4 210
[metal layers]
metal | wire [µm] | vias up
met5 | 0 | -
met4 | 48 | 0
met3 | 235 | 4
met2 | 2259 | 69
met1 | 2366 | 870
li1 | - | 888
[final cells by class]
| cell class | instances | area, µm² |
|---|---|---|
| Clock buffer | 6 | 93.84 |
| Clock inverter | 2 | 11.26 |
| Fill cell | 334 | 1524 |
| Inverter | 11 | 41.29 |
| Multi-Input combinational cell | 155 | 1145 |
| Sequential cell | 40 | 1061 |
| Tap cell | 52 | 65.06 |
| Timing Repair Buffer | 49 | 442.9 |
[worst max path at each step]
stage / end / slack (ps)
after global routing: mem_wr_data[4] / 150
after CTS: mem_wr_data[4] / 270
final: mem_wr_data[4] / 280
[where the power goes]
group | total [µW] | internal, µW | switching [µW] | leakage [µW]
registers | 694 | 685 | 9.06 | 0.000468
logic | 99.1 | 52.2 | 46.9 | 0.000638
clock network | 470 | 256 | 214 | 0.0000566
[sequential cells by signal, indices dropped and copies added, names as in the netlist]
| signal | cells |
|---|---|
| mem_wr_addr | 5 |
| address_check | 6 |
| state | 4 |
| mem_wr_data | 7 |
| mem_wr_en | 1 |
| adress_counter | 5 |
| saved_tries | 12 |
[metrics by stage]
stage          power [µW]  hold WS [ps]  utilization, %
2_1_floorplan       742.9         204.4               -
3_3_place_gp        805.2         529.7           62.84
3_5_place_dp        806.5         558.5           62.84
4_1_cts              1276         577.0           65.24
5_1_grt              1321         618.5           65.24
6_report             1263         572.5           65.24
Power figures rest on the tool's default switching activity, not on a simulated workload.
