## config.mk

```make
export PLATFORM = sky130hd
export DESIGN_NAME = bcd_converter
export DESIGN_NICKNAME = bcd_converter
export VERILOG_FILES = /design/flow/design.v
export SDC_FILE = /design/flow/constraint.sdc
export NUM_CORES = 4
export LEC_CHECK = 1
export CORE_AREA = 10 10 70 70
export DIE_AREA = 0 0 80 80
```

## constraint.sdc

```tcl
current_design bcd_converter

set clk_period 8.2
set clk_io_pct 0.2

create_clock -name clk0 -period $clk_period

set non_clock_inputs [all_inputs -no_clocks]
set_input_delay [expr $clk_period * $clk_io_pct] -clock clk0 $non_clock_inputs
set_output_delay [expr $clk_period * $clk_io_pct] -clock clk0 [all_outputs]
```

## design.v

```verilog
module bcd_converter (input [8:0] value, output reg [3:0] hund, tens, ones);
	reg [8:0] binary;
	integer i;
	always @ (value) begin
		hund = 0;
		tens = 0;
		ones = 0;
		binary = value;
		for( i = 0; i < 9; i = i + 1 ) begin
			if( hund > 4 )
				hund = hund + 3;
			if( tens > 4 )
				tens = tens + 4'd3;
			if( ones > 4 )
				ones = ones + 4'd3;
			{hund,tens,ones,binary} = {hund[2:0],tens,ones,binary,1'b0};
		end
	end
endmodule
```

## run.sh

```bash
#!/bin/bash
# OpenROAD 26Q1-2900-gdf79404cd8, Yosys 0.63+post, stock flow scripts
make -C /OpenROAD-flow-scripts/flow DESIGN_CONFIG=/design/flow/config.mk WORK_HOME=/design/flow/orfs finish
```

==> results.yml <==
# implementation run metrics
run_status:
  status: "completed"
yosys:
  ys_seq_share_pct: 0
  yosys_warnings: 1
  yosys.area.top_type: "ha_1"
  simple_gate_share_pct: 31.7
  synth_cell_type_count: 61
  top_area_share_pct: 6.27
  netlist_instances: 208
  syn_area_mm2: 0.00140
  syn_area_per_cell_um2: 6.71
  netlist_top_cells_area: "ha_1 6.3%, nor2_1 4.8%, a21oi_1 4.7%"
  synthMuxAreaShare_pct: 4.93
  ys_chip_area_mm2: 0.00140
  yosysCellCount: 208
  ys_sh_adder_pct: 6.27
  synthXorXnorAreaFrac_pct: 5.73
  synthAoiAreaFrac_pct: 40.4
  top_logic_kind: "AND-OR/OR-AND gates"
pwr:
  ir_worst_vdd_v: 0.0000733
  power_uw: 217
  leakage_nw: 0.609
  switching_share_pct: 48.0
  p_seq_share_pct: 0
  internal-power_uw: 113
  p_sw_uw: 104
  combPwrFrac_pct: 100.0
  p_per_area_mw_per_mm2: 128
  clock_power_share_pct: 0
layout:
  n_clock_buffer: 0
  ff_latch_area_um2: 0
  areaGrowthSynthToFinish_pct: 21.3
  seq_cell_count: 0
  drive_gt1_share_pct: 20.2
  logic_area_mm2: 0.00131
  stdcell_area_mm2: 0.00169
  fill_cells: 336
  lay_top_cells: "18 x clkdlybuf4s50_1, 17 x nor2_1, 16 x nand2_1"
  final_core_util_pct: 49.6
  fin_cells: 269
  mostFrequentLayoutCell: "clkdlybuf4s50_1"
final_timing:
  post-route-min-period_ps: 7930
  max_clock_freq_mhz: 126
  fin_tns_setup_ps: 0
  worst_pin_slew_ps: 682
  max_slew_margin_pct: 54.4
  fin_crit_sh_pct: 96.7
  hold_viol: 0
  slew_viol_final: 0
  setup_violations: 0
floorplan:
  pin_count: 21
  die_area_mm2: 0.00640
  row_count: 21
  coreArea_mm2: 0.00342
  fp_util_pct: 40.9
  fp.dieW_um: 80
  dieHeight_um: 80
setup_path:
  critPathBufInv: 6
  cpMostUsedCell: "inv_1"
  cpMaxStageDelayCell: "clkdlybuf4s50_1"
  cpLargestDelayFamily: "buffers and inverters"
  crit_arrival_ps: 6290
  max_stage_delay_ps: 540
  cp-end-kind: "output pin"
  crit_required_ps: 6560
  start_kind: "input port"
  path_max_fanout: 8
  worstSetupPathType: "input port to output pin"
  path_cells: "clkdlybuf4s50_1 -> inv_1 -> ha_1 -> inv_1 -> ha_2 -> nand2b_1 -> nand2_4 -> or3_1 -> a221o_2 -> nand2_4 -> nor2_1 -> a21oi_1 -> ha_2 -> inv_1 -> o21ai_1 -> a21oi_2 -> nor3_1 -> xnor2_1 -> ha_2 -> inv_1 -> a21oi_2 -> mux2i_1 -> clkdlybuf4s50_1"
hold_path:
  hp-start: "value[0]"
  whs_endpoint: "ones[0]"
  worstHoldPathType: "input port to output pin"
  hold_depth: 0
detailed_routing:
  wirelength_mm: 3.77
  vias: 1586
  drc: 0
  final_antenna_net_count: 0
  wl_per_cell_um: 14.0
  drtIter0Drc: 194
  antenna_cells: 0
  drt_first_pass_iters: 4
  viasPerCell: 5.90
grt:
  grt.total_usage_pct: 10.7
  grt_max_degree: 18
  grt_pass1_vias: 1275
  grt_pass1_wl_mm: 6.03
  grt_overflow: 0
  antenna_found_initial: 0
placement:
  portBuffers: 18
  dpl_cell_area_mm2: 0.00162
  dp_hpwl_mm: 2.86
  dp_cells: 267
  gp_congestion: 0.880
run:
  openroad.warnings: 35
  drv_cap: 0
cts:
  cts-hold-fix-buffers: 0
==> how the worst max path moves through the flow <==
stage	startpoint	end	slack, ps	cells after the start
after CTS	value[7]	tens[3]	30	22
after global routing	value[7]	ones[2]	-20	23
final	value[7]	ones[2]	270	23
==> layer usage <==
metal	share of wire, %	track usage [%]
met5	0	0
met4	0	0
met3	6.1	1.14
met2	45	17.3
met1	49	15.7
==> cells in the mapped netlist, drive strengths merged, types with 3 or more instances <==
| library cell | count |
|---|---|
| clkbuf | 5 |
| xnor2 | 6 |
| a31oi | 5 |
| a22oi | 4 |
| mux2 | 4 |
| nand2b | 4 |
| nor2b | 7 |
| o21ai | 17 |
| nor2 | 18 |
| o211ai | 3 |
| nand4 | 8 |
| buf | 12 |
| a21oi | 16 |
| o22ai | 4 |
| nand3 | 11 |
| nor3 | 7 |
| inv | 12 |
| nand2 | 18 |
| o31ai | 5 |
| ha | 7 |
==> cells by family (layout without fill, tap and decap cells) <==
logic type	Yosys count	after routing
and+or+nand+nor	81	81
muxes	6	6
xor gates and xnor gates	7	7
AOI/OAI and AO/OA	77	77
adders and majority gates	7	7
other	1	1
buffers and inverters	29	44
==> final cells by class <==
class | count | area share (%)
Timing Repair Buffer | 32 | 16.8
Multi-Input combinational cell | 179 | 77.1
Inverter | 12 | 2.66
Tap cell | 46 | 3.40
==> metrics by stage <==
| step | hold slack (ps) | setup WS, ps |
|---|---|---|
| final | 3280 | 271 |
| after global routing | 3280 | -20.5 |
| after CTS | 3280 | 30.4 |
| after detailed placement | 3280 | 56.7 |
| after global placement | 3280 | 180 |
| after floorplan | 3310 | 1200 |
==> repair_timing <==
| item | 4_1_cts | 5_1_grt |
|---|---|---|
| endpoints found under the setup margin | 0 | 8 |
| setup buffers | 0 | 2 |
| resized | 0 | 13 |
==> power groups by stage <==
| stage | clock, mW | combinational [mW] | sequential, mW |
|---|---|---|---|
| 4_1_cts | 0 | 0.207 | 0 |
| 5_1_grt | 0 | 0.241 | 0 |
| 6_report | 0 | 0.217 | 0 |
Power figures rest on the tool's default switching activity, not on a simulated workload.
