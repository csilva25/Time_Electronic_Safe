--- ./run.sh ---
#!/bin/bash
# OpenROAD 26Q1-2900-gdf79404cd8, Yosys 0.63+post, stock flow scripts
make -C /OpenROAD-flow-scripts/flow DESIGN_CONFIG=/design/flow/config.mk WORK_HOME=/design/flow/orfs finish
--- ./constraint.sdc ---
current_design lcd_control

set clk_period 3.8
set clk_io_pct 0.2

create_clock -name clk0 -period $clk_period [get_ports {clk}]

set non_clock_inputs [all_inputs -no_clocks]
set_input_delay [expr $clk_period * $clk_io_pct] -clock clk0 $non_clock_inputs
set_output_delay [expr $clk_period * $clk_io_pct] -clock clk0 [all_outputs]
--- ./config.mk ---
export PLATFORM = sky130hd
export DESIGN_NAME = lcd_control
export DESIGN_NICKNAME = lcd_control
export VERILOG_FILES = /design/flow/design.v
export SDC_FILE = /design/flow/constraint.sdc
export NUM_CORES = 4
export LEC_CHECK = 1
export CORE_UTILIZATION = 30
--- ./design.v ---
module lcd_control (
	input clk, rst_n,
	inout [7:0] LCD_DATA,
	output reg LCD_RW, LCD_EN, LCD_RS,
	output reg [4:0] memory_address,
	input [7:0] data_in
);
	localparam S_INIT_LCD          = 5'b00000;
	localparam S_BEGIN_TRANSACTION = 5'b00001;
	localparam S_END_TRANSACTION   = 5'b00010;
	localparam S_SETUP_BUSY_READ   = 5'b00011;
	localparam S_BEGIN_BUSY_READ   = 5'b00100;
	localparam S_END_BUSY_READ     = 5'b00101;
	localparam S_LCD_ENTRY_SET     = 5'b00110;
	localparam S_LCD_CLEAR         = 5'b00111;
	localparam S_LCD_DISPLAY_ON    = 5'b01000;
	localparam S_LCD_END_INIT      = 5'b01001;
	localparam CMD_LCD_FUNCTION_SET = 8'b00111000;
	localparam CMD_LCD_DISPLAY_ON   = 8'b00001110;
	localparam CMD_LCD_CLEAR        = 8'b00000001;
	localparam CMD_LCD_ENTRY_SET    = 8'b00000110;
	localparam INIT_DELAY_COUNT_MAX = 23;  
	localparam LCD_INIT_COUNT_MAX   = 4;   
	reg [4:0] state;
	reg [4:0] return_state;
	wire [7:0] LCD_DATA_IN;
	reg [7:0] LCD_DATA_OUT;
	reg init_done;
	reg [16:0] init_delay_count;
	reg [2:0] init_count;
	assign LCD_DATA = (LCD_RW) ? 8'hZZ : LCD_DATA_OUT;
	assign LCD_DATA_IN = LCD_DATA;
	reg [4:0] address_count;
	reg [5:0] address_check;
	reg flag;
	always @ (posedge clk) begin
		if( ~rst_n ) begin
			state <= S_INIT_LCD;
			init_done <= 0;
			init_delay_count <= 0;
			init_count <= 0;
			LCD_EN <= 0;
			LCD_RS <= 0;
			LCD_RW <= 0;
			flag <= 1'b0;
			address_count <= 5'b00000;
			address_check <= 6'b000000;
		end
		else begin
			case(state)
				S_BEGIN_TRANSACTION: begin
					LCD_EN <= 1;
					state <= S_END_TRANSACTION;
				end
				S_END_TRANSACTION: begin
					LCD_EN <= 0;
					if( init_done )
						state <= S_SETUP_BUSY_READ;
					else
						state <= return_state;
				end
				S_SETUP_BUSY_READ: begin
					LCD_RS <= 0;
					LCD_RW <= 1;
					state <= S_BEGIN_BUSY_READ;
				end
				S_BEGIN_BUSY_READ: begin
					LCD_EN <= 1;
					state <= S_END_BUSY_READ;
				end
				S_END_BUSY_READ: begin
					LCD_EN <= 0;
					if( LCD_DATA_IN[7] == 0 ) begin
						state <= return_state;
					end
					else begin
						state <= S_SETUP_BUSY_READ;
					end
				end
				S_INIT_LCD: begin
					LCD_RS <= 0;
					LCD_RW <= 0;
					LCD_DATA_OUT <= CMD_LCD_FUNCTION_SET;
					return_state <= S_INIT_LCD;
					init_delay_count <= init_delay_count + 17'd1;
					if( init_delay_count == INIT_DELAY_COUNT_MAX ) begin
						init_delay_count <= 0;
						init_count <= init_count + 3'd1;
						state <= S_BEGIN_TRANSACTION;
						if( init_count == LCD_INIT_COUNT_MAX ) begin
							return_state <= S_LCD_DISPLAY_ON;
							init_done <= 1;
						end
					end
				end
				S_LCD_DISPLAY_ON: begin
					LCD_RS <= 0;
					LCD_RW <= 0;
					LCD_DATA_OUT <= CMD_LCD_DISPLAY_ON;
					return_state <= S_LCD_CLEAR;
					state <= S_BEGIN_TRANSACTION;
				end
				S_LCD_CLEAR: begin
					LCD_RS <= 0;
					LCD_RW <= 0;
					LCD_DATA_OUT <= CMD_LCD_CLEAR;
					return_state <= S_LCD_ENTRY_SET;
					state <= S_BEGIN_TRANSACTION;
				end
				S_LCD_ENTRY_SET: begin
					LCD_RS <= 0;
					LCD_RW <= 0;
					LCD_DATA_OUT = CMD_LCD_ENTRY_SET;
					return_state <= S_LCD_END_INIT;
					state <= S_BEGIN_TRANSACTION;
				end
				S_LCD_END_INIT: begin
				case(flag)
						1'b0: begin
										if(address_check != 6'd16)begin 
											address_count <= address_count + 1'b1;
											address_check <= address_check + 1'b1;
											memory_address <= address_check+1'b1;
											LCD_RS <= 1;
											LCD_RW <= 0;
											LCD_DATA_OUT <= data_in;
											state <= S_BEGIN_TRANSACTION;
										end
										else begin
											LCD_RS <= 0;
											LCD_RW <= 0;
											LCD_DATA_OUT <= 8'hC0;
											flag <= 1'b1;
											state <= S_BEGIN_TRANSACTION;
										end
									end
					1'b1: begin
										if(address_check != 6'd32)begin 
											address_count <= address_count + 1'b1;
											address_check <= address_check + 1'b1;
											memory_address <= address_count+1'b1;
											LCD_RS <= 1;
											LCD_RW <= 0;
											LCD_DATA_OUT <= data_in;
											state <= S_BEGIN_TRANSACTION;
										end
										else begin
											address_count <= 5'b00000;
											address_check <= 6'b000000;
											flag <= 1'b0;
											LCD_RS <= 0;
											LCD_RW <= 0;
											LCD_DATA_OUT <= 8'h80;
											state <= S_BEGIN_TRANSACTION;
										end
									end
					endcase
				end
				default: begin
					LCD_EN <= 0;
					state <= S_INIT_LCD;  
				end
			endcase
		end
	end
endmodule
==> results.txt <==
Results of the flow run.

The first error in the log reads "[error] [KeplerFormal.cpp:679] Workflow failed: Iso has multiple drivers: .LCD_DATA7, LCD_DATA[7]$_DFFE_PP_.Q0". The number of setup buffers added after CTS is 0. The cell area after synthesis stands at 2900 µm².

The post-cts resize count stands at 0. CTS saw 56 sinks. The synthesized netlist was found by Yosys to have 313 cells. The H-tree level count stands at 2. The run stopped with a tool error. The count of boundary I/O pins stands at 26. The clock buffer count from CTS stands at 5. The biggest area contributor in the post-synthesis netlist is dfxtp_1.

Looking at the clock tree report, the root buffer type is clkbuf_8. The number of synthesized flops with an enable pin stands at 16. The main area contributors are dfxtp_1, edfxtp_1, nand2_1, a21oi_1, nor2_1.

The number of port buffers stands at 17. The number of rows created at floorplan stands at 35. The buffer depth of the longest clock path stands at 2.

The synthesis report gives the async set-or-reset register share as 0%. Per the synthesis report, the number of distinct cell types is 56. Before placement the cells fill 31.1% of the core. Synthesis produced a netlist whose cell count is 313. Buffers inserted to repair hold after CTS numbered 0. In the synthesized netlist, the cells that appear most often are dfxtp_1, nand2_1, nor2_1. The area after detailed placement stands at 3200 µm². After synthesis the netlist holds a flip-flop and latch count of 56. The HPWL reported at the end of detailed placement stands at 3950 µm. During synthesis, Yosys emitted a total of 2 warnings. The width of the die stands at 100 µm. Sorting the synthesis cell report by count puts at the top dfxtp_1. Measured along the y axis, the die boundary spans 100 µm.

The register area share after synthesis stands at 44.1%. Routability-driven placement finished with a final weighted congestion of 0.808. Post-synth the commonest register cell is dfxtp_1.

The flow halted during clock tree synthesis. The share of synthesized area in the top cell type comes to 27.6%. The mean instance size in the synthesized netlist stands at 9.27 µm². The chip area line of the yosys report stands at 2900 µm².
[per-stage QoR]
step                worst slack, ps  utilization (%)  cells
floorplan                      1460                -    313
global placement               1370             34.3    447
detailed placement             1320             34.3    447
[cell families after synthesis]
family / share of synthesized area [%]
and+or+nand+nor: 25.9
adders and majority gates: 2.59
DFF: 44.1
xor gates and xnor gates: 4.83
buffers and inverters: 3.23
AOI/OAI and AO/OA: 18.2
muxes: 1.08
